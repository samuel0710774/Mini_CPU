===== ./run.sh =====
#!/bin/bash
# OpenROAD 26Q1-2900-gdf79404cd8, Yosys 0.63+post, stock flow scripts
make -C /OpenROAD-flow-scripts/flow DESIGN_CONFIG=/design/flow/config.mk WORK_HOME=/design/flow/orfs finish

===== ./config.mk =====
export PLATFORM = sky130hd
export DESIGN_NAME = proc
export DESIGN_NICKNAME = proc
export VERILOG_FILES = /design/flow/design.v
export SDC_FILE = /design/flow/constraint.sdc
export NUM_CORES = 4
export LEC_CHECK = 1
export CORE_UTILIZATION = 50

===== ./constraint.sdc =====
current_design proc

set clk_period 5.4
set clk_io_pct 0.2

create_clock -name clk0 -period $clk_period [get_ports {Clock}]

set non_clock_inputs [all_inputs -no_clocks]
set_input_delay [expr $clk_period * $clk_io_pct] -clock clk0 $non_clock_inputs
set_output_delay [expr $clk_period * $clk_io_pct] -clock clk0 [all_outputs]

===== ./design.v =====
module proc(
	DIN,
	Reset,
	Clock,
	Run,
	Done,
	Bus,
	R0,
	R1,
	R2,
	R3,
	R4,
	R5,
	R6,
	R7
);
input [7:0]DIN;
input Reset, Clock, Run;
output Done;
output [7:0]Bus;
output [7:0]R0, R1, R2, R3, R4, R5, R6, R7;
wire [7:0] Gd,Gq,Aq,IRq;
wire [7:0] Rin,Rout;
wire [1:0] step;
wire clear,IRin,Gin,Gout,DINOut,AIn,add_sub;
Register_8bits r0(Clock,Rin[0],Bus,R0); 
Register_8bits r1(Clock,Rin[1],Bus,R1);
Register_8bits r2(Clock,Rin[2],Bus,R2);
Register_8bits r3(Clock,Rin[3],Bus,R3);
Register_8bits r4(Clock,Rin[4],Bus,R4);
Register_8bits r5(Clock,Rin[5],Bus,R5);
Register_8bits r6(Clock,Rin[6],Bus,R6);
Register_8bits r7(Clock,Rin[7],Bus,R7);
Register_8bits A(Clock,AIn,Bus,Aq);
Register_8bits G(Clock,Gin,Gd,Gq);
Add_Sub Addsub(add_sub,Aq,Bus,Gd);
multiplexer M(Rout,Gout,DINOut,DIN,R0,R1,R2,R3,R4,R5,R6,R7,Gq,Bus);
Register_8bits ir(Clock,IRin,DIN,IRq);  
Count_step stepUpdate(Clock,clear,step); 
control_Unit CU(IRq,Run,Reset,step,clear,IRin,Rout,Gout,DINOut,Rin,AIn,Gin,add_sub,Done);
endmodule
module Register_8bits(clk,enable,d,q);
input clk,enable;
input [7:0]d;
output reg[7:0]q;
always @(posedge clk) begin
	if(enable)
		q<=d;
	else
		q<=q;
end
endmodule
module Count_step(clk,clear,Q);
input clk,clear;
output reg[1:0] Q;
always @(posedge clk) begin
	if(clear==1'b1)
		Q<=Q+1;
	else
		Q<=0;
end
endmodule
module multiplexer(Rout,Gout,DINout,DIN,R0,R1,R2,R3,R4,R5,R6,R7,G,BUS);
input [7:0]Rout,G,DIN,R0,R1,R2,R3,R4,R5,R6,R7;
input Gout,DINout;
output reg[7:0]BUS;
always @(*) begin
	if(Gout) 
		BUS<=G;
	else if(DINout)
		BUS<=DIN;
	else if(Rout[0])
		BUS<=R0;
	else if(Rout[1])
		BUS<=R1;
	else if(Rout[2])
		BUS<=R2;
	else if(Rout[3])
		BUS<=R3;
	else if(Rout[4])
		BUS<=R4;
	else if(Rout[5])
		BUS<=R5;
	else if(Rout[6])
		BUS<=R6;
	else if(Rout[7])
		BUS<=R7;
	else BUS<=BUS;
end
endmodule
module Add_Sub(add_sub,A,B,sum);
input add_sub;
input [7:0]A,B;
output reg[7:0]  sum;
always @(add_sub,A,B) begin
	if(!add_sub)
		sum <= A+B;
	else
		sum <= A-B;
end
endmodule
module control_Unit(Ir,Run,resetN,step,clear,IRin,Rout,Gout,DINout,Rin,AIn,Gin,add_sub,Done);
input [7:0] Ir;  
input Run,resetN;
input[1:0] step;
output clear,IRin,Gout,DINout,AIn,Gin,add_sub,Done;
output[7:0] Rout,Rin;
wire[7:0]x,y,rXOut,rYOut;
wire [1:0]op;
assign op = Ir[7: 6];
hot_code3_8 xIndex(Ir[5: 3],x); 
hot_code3_8 yIndex(Ir[2: 0],y);
assign rXOut = {8{step==1}}&{8{op[1]}}&x;
assign rYOut = ({8{step==1}}&{8{op==2'b00}}&y)|({8{step==2}}&{8{op[1]}}&y);
assign IRin = ((step==0)&Run) & resetN;
assign clear = resetN&(~((step==0)&(~Run)))&(~Done);
assign Gout = ((step==3)&(op[1]))&resetN;
assign DINout = ((step==1)&(op==2'b01))&resetN;
assign AIn = ((step==1)&(op[1]))& resetN;
assign Gin = ((step==2)&(op[1]))&resetN;
assign add_sub = (step==2)&(op==2'b11);
assign Done = ((~op[1])&(step==1))|((op[1])&(step==3));
assign Rout = (rXOut | rYOut) &{8{resetN}};
assign Rin = (({8{step==1}}&{8{~op[1]}}&x)|({8{step==3}}&{8{op[1]}}&x))&{8{resetN}};
endmodule
module hot_code3_8(d, y);
input[2: 0] d;
output reg[7: 0] y;
always @(d) begin
    case(d)
        3'b000: y=8'b00000001;
        3'b001: y=8'b00000010;
        3'b010: y=8'b00000100;
        3'b011: y=8'b00001000;
        3'b100: y=8'b00010000;
        3'b101: y=8'b00100000;
        3'b110: y=8'b01000000;
        3'b111: y=8'b10000000;
		  default:y=8'b00000000;
    endcase
end
endmodule

==> flow_summary.yaml <==
# synthesis and place-and-route metrics
final_timing:
  unclocked_regs: 8
  untimed_endpoints: 88
  fmax_ghz: 0.329
  fin_setup_tns_ps: 0
  fin_crit_ps: 3040
  setup_viol: 0
  report.final.slew_viol_count: 0
  finalHoldViolCount: 0
  layout_setup_ws_ps: 2360
  worst_slew_pin_slew_ps: 826
  period_used_pct: 56.3
  rsz0062_at_grt: "no"
  skew_ps: 12.0
  timing.slew.headroom_pct: 44.7
synth:
  yosys_warnings: 5
  ys_chip_area_um2: 4870
  ys_ff: 114
  yosys_cells: 364
  edf_count: 88
  yosys_most_used_dff: "edfxtp_1"
  syn_avg_cell_area_um2: 13.4
  syn_area_um2: 4870
  synth.distinct_cells: 52
  postSynth.asyncResetShare_pct: 0
  syn-instance-count: 364
floorplan:
  fp.dieW_um: 101
  rows: 35
  die_area_um2: 10100
  die_h_um: 101
  coreArea_um2: 9330
  io_pins: 84
  initial_core_util_pct: 52.2
power_and_ir_drop:
  netSwitchingPower_uw: 399
  p_comb_share_pct: 11.1
  p_int_uw: 1190
  powerDensity_nw_per_um2: 265
  clock_power_share_pct: 27.6
  peakVddDrop_mv: 0.148
  total_power_uw: 1580
  switching_share_pct: 25.2
  seq_power_share_pct: 61.3
  p_leak_uw: 0.00219
detailed_routing:
  ant_nets: 0
  drt_pass1_iterations: 5
  drt_iter0_drc: 150
  viasPerCell: 5.69
  drc_errors: 0
  wire_per_inst_um: 21.1
  wirelength_um: 12300
  vias: 3303
  antennaDiodeCount: 0
critical_path:
  setup.worst_path.end: "Done"
  ff2ff_path_depth: 11
  critPathKind: "reg2out"
  end_kind: "output pin"
  r2r_slack_ps: 2410
  r2r-end: "G.q[5]"
  critPathLaunch: "stepUpdate.Q[1]"
  cp-start-kind: "flip-flop"
  r2r-start: "stepUpdate.Q[0]"
  critPathMaxFanout: 8
  critPathRequiredTime_ps: 4320
  arrival_ps: 1960
cts:
  cts_made_buffers: 9
  holdBufCountCts: 0
  post_cts_buffers: 0
  htree_levels: 3
  clockBufferDepth: 2
  cts_tree: "done"
  cts_resized: 0
  clock_latency_ps: 360
  cts_root_buf: "clkbuf_8"
  clk_pin_slew_ps: 100
worst_hold_path:
  min_from: "stepUpdate.Q[0]"
  hold_path_class: "reg2reg"
job:
  tool_warnings: 29
  drv_cap: 0
cells_and_area:
  final_util_pct: 64.0
  area_growth_pct: 22.7
  drive_above_1_share_pct: 7.30
place:
  io_buffer_count: 83
  routabilityCongestion: 0.926
  post-place-ws_ps: 2180
  hpwlAfterDp_um: 8920
grt:
  grt_max_degree: 19
  grt_pass1_vias: 3424
  antenna_found_initial: 0
  gr-total-overflow: 0
  track_usage_pct: 27.8
  grt_first_pass_wirelength_um: 18700
status:
  status: "complete, no violations"
==> cells in the final DEF (no fill, tap or decap), types with 3 or more instances in the layout <==
| master | n |
|---|---|
| a211oi_1 | 8 |
| a21oi_1 | 6 |
| a221o_1 | 7 |
| a222oi_1 | 7 |
| a22o_1 | 4 |
| a22oi_1 | 4 |
| a31oi_1 | 8 |
| a32oi_1 | 3 |
| and2_1 | 9 |
| and3_1 | 6 |
| clkbuf_8 | 9 |
| clkdlybuf4s50_1 | 83 |
| dfxtp_1 | 18 |
| dlxtn_1 | 8 |
| edfxtp_1 | 88 |
| ha_1 | 12 |
| inv_1 | 21 |
| mux2i_1 | 13 |
| nand2_1 | 16 |
| nand2b_1 | 3 |
| nand3_1 | 3 |
| nor2_1 | 39 |
| nor2b_1 | 6 |
| nor3_1 | 8 |
| o211ai_2 | 7 |
| o21ai_0 | 3 |
| o221ai_1 | 7 |
| xnor2_1 | 11 |
==> metal layers <==
metal	part of all wire [%]	wire (um)	vias up	GRT usage [%]
li1	-	-	1557	-
met1	42	5100	1561	43.5
met2	47	5740	172	40.1
met3	10	1250	13	13.5
met4	1.4	175	0	3.57
met5	0	0	-	0
==> per-stage QoR <==
step,cells,hold WS [ps],instance area (um2)
5_1_grt,581,498,5970
3_5_place_dp,565,460,5800
6_report,581,476,5970
3_3_place_gp,565,445,5800
4_1_cts,581,483,5970
2_1_floorplan,364,433,4870
==> logic make-up after synthesis <==
logic type | count (synthesis) | share of synthesized area, %
AND-OR/OR-AND | 78 | 13.8
buffers and inverters | 34 | 3.26
adder cells (fa/ha/maj) | 13 | 3.49
latches | 8 | 2.47
multiplexers | 15 | 3.13
flip-flops | 106 | 61.7
AND/OR/NAND/NOR | 98 | 9.99
XOR/XNOR | 12 | 2.16
==> worst min path at each step <==
stage | end | slack [ps] | cells past startpoint
5_1_grt | stepUpdate.Q[0] | 500 | 1
4_1_cts | stepUpdate.Q[0] | 480 | 1
6_report | stepUpdate.Q[0] | 480 | 1
==> power by group through the flow <==
stage	logic, uW	registers, uW	clock network [uW]
global route	197	976	485
finish	175	971	438
CTS	176	972	453
==> cells in the mapped netlist, types with 7 or more instances <==
| cell type | count | area share [%] |
|---|---|---|
| a222oi_1 | 7 | 1.4 |
| and2_1 | 9 | 1.2 |
| inv_1 | 21 | 1.6 |
| o211ai_2 | 7 | 1.8 |
| a31oi_1 | 8 | 1.0 |
| xnor2_1 | 11 | 2.0 |
| edfxtp_1 | 88 | 54 |
| a211oi_1 | 8 | 1.2 |
| dlxtn_1 | 8 | 2.5 |
| mux2i_1 | 13 | 2.7 |
| nor2_1 | 39 | 3.0 |
| nand2_1 | 16 | 1.2 |
| a221o_1 | 7 | 1.4 |
| o221ai_1 | 7 | 1.3 |
| nor3_1 | 8 | 0.82 |
| ha_1 | 12 | 3.1 |
| dfxtp_1 | 18 | 7.4 |
==> final cells by class <==
| class | instances | area (um2) |
|---|---|---|
| clock buffers | 9 | 124 |
| clock inverters | 7 | 52.6 |
| fillers | 725 | 3350 |
| inverters | 21 | 78.8 |
| multi-input cells | 216 | 1590 |
| flip-flops and latches | 114 | 3120 |
| well taps | 129 | 161 |
| repair buffers | 85 | 846 |
==> worst max-delay path, stage by stage, from the launching register on <==
cell,delay (ps)
dfxtp_1,370
inv_1,70
ha_1,280
nor2b_4,180
a21oi_1,240
inv_1,60
clkdlybuf4s50_1,400
Power is estimated from default activity; no workload was simulated.
